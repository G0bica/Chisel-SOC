<file path="/design/flow/run.sh">
#!/bin/bash
# OpenROAD 26Q1-2900-gdf79404cd8, Yosys 0.63+post, stock flow scripts
make -C /OpenROAD-flow-scripts/flow DESIGN_CONFIG=/design/flow/config.mk WORK_HOME=/design/flow/orfs finish
</file>
<file path="/design/flow/config.mk">
export PLATFORM = sky130hd
export DESIGN_NAME = APB_bridge
export DESIGN_NICKNAME = APB_bridge
export VERILOG_FILES = /design/flow/design.v
export SDC_FILE = /design/flow/constraint.sdc
export NUM_CORES = 4
export LEC_CHECK = 1
export CORE_AREA = 10 10 87 87
export DIE_AREA = 0 0 97 97
</file>
<file path="/design/flow/constraint.sdc">
current_design APB_bridge

set clk_period 2.6
set clk_io_pct 0.2

create_clock -name clk0 -period $clk_period [get_ports {clock}]

set non_clock_inputs [all_inputs -no_clocks]
set_input_delay [expr $clk_period * $clk_io_pct] -clock clk0 $non_clock_inputs
set_output_delay [expr $clk_period * $clk_io_pct] -clock clk0 [all_outputs]
</file>
<file path="/design/flow/design.v">
module APB_master(
  input         clock,
  input         reset,
  input  [64:0] io_i_cmd,  
  input         io_i_valid,  
  output [32:0] io_o_resp,  
  output        io_o_ready,  
  output [31:0] io_pADDR,  
  output        io_pSELx,  
  output        io_pENABLE,  
  output        io_pWRITE,  
  output [31:0] io_pWDATA,  
  input  [31:0] io_pRDATA,  
  input         io_pREADY,  
  input         io_pSLVERR  
);
  reg [1:0] stateReg;  
  wire [1:0] _GEN_1 = io_pREADY & ~io_i_valid ? 2'h0 : stateReg;  
  wire [1:0] _GEN_2 = io_pREADY & io_i_valid ? 2'h1 : _GEN_1;  
  wire  _io_pENABLE_T = stateReg == 2'h2;  
  assign io_o_resp = {io_pSLVERR,io_pRDATA};  
  assign io_o_ready = io_pENABLE & io_pREADY;  
  assign io_pADDR = io_i_cmd[31:0];  
  assign io_pSELx = stateReg == 2'h1 | _io_pENABLE_T;  
  assign io_pENABLE = stateReg == 2'h2;  
  assign io_pWRITE = io_i_cmd[64];  
  assign io_pWDATA = io_i_cmd[63:32];  
  always @(posedge clock) begin
    if (reset) begin  
      stateReg <= 2'h0;  
    end else if (2'h0 == stateReg) begin  
      if (io_i_valid) begin  
        stateReg <= 2'h1;  
      end
    end else if (2'h1 == stateReg) begin  
      stateReg <= 2'h2;  
    end else if (2'h2 == stateReg) begin  
      stateReg <= _GEN_2;
    end
  end
endmodule
module APB_bridge(
  input         clock,
  input         reset,
  input  [31:0] io_io_address,  
  input         io_io_addr_strobe,  
  input  [31:0] io_io_write_data,  
  input         io_io_write_strobe,  
  input         io_io_read_strobe,  
  output [31:0] io_io_read_data,  
  output        io_io_ready,  
  output [31:0] io_pADDR,  
  output        io_pSELx,  
  output        io_pENABLE,  
  output        io_pWRITE,  
  output [31:0] io_pWDATA,  
  input  [31:0] io_pRDATA,  
  input         io_pREADY,  
  input         io_pSLVERR  
);
  wire  master_apb_clock;  
  wire  master_apb_reset;  
  wire [64:0] master_apb_io_i_cmd;  
  wire  master_apb_io_i_valid;  
  wire [32:0] master_apb_io_o_resp;  
  wire  master_apb_io_o_ready;  
  wire [31:0] master_apb_io_pADDR;  
  wire  master_apb_io_pSELx;  
  wire  master_apb_io_pENABLE;  
  wire  master_apb_io_pWRITE;  
  wire [31:0] master_apb_io_pWDATA;  
  wire [31:0] master_apb_io_pRDATA;  
  wire  master_apb_io_pREADY;  
  wire  master_apb_io_pSLVERR;  
  reg  delayWrite;  
  wire  bridgeEnable = io_io_address[31:24] == 8'hc0;  
  wire  valid = io_io_addr_strobe & bridgeEnable;  
  wire  write = io_io_write_strobe & ~io_io_read_strobe;  
  wire  _GEN_0 = valid ? write : delayWrite;  
  wire [32:0] cmd_hi = {_GEN_0,io_io_write_data};  
  wire [32:0] resp = master_apb_io_o_resp;  
  wire  ready = master_apb_io_o_ready;  
  APB_master master_apb (  
    .clock(master_apb_clock),
    .reset(master_apb_reset),
    .io_i_cmd(master_apb_io_i_cmd),
    .io_i_valid(master_apb_io_i_valid),
    .io_o_resp(master_apb_io_o_resp),
    .io_o_ready(master_apb_io_o_ready),
    .io_pADDR(master_apb_io_pADDR),
    .io_pSELx(master_apb_io_pSELx),
    .io_pENABLE(master_apb_io_pENABLE),
    .io_pWRITE(master_apb_io_pWRITE),
    .io_pWDATA(master_apb_io_pWDATA),
    .io_pRDATA(master_apb_io_pRDATA),
    .io_pREADY(master_apb_io_pREADY),
    .io_pSLVERR(master_apb_io_pSLVERR)
  );
  assign io_io_read_data = resp[32] ? 32'hdeadfa17 : resp[31:0];  
  assign io_io_ready = ready & bridgeEnable;  
  assign io_pADDR = master_apb_io_pADDR;  
  assign io_pSELx = master_apb_io_pSELx;  
  assign io_pENABLE = master_apb_io_pENABLE;  
  assign io_pWRITE = master_apb_io_pWRITE;  
  assign io_pWDATA = master_apb_io_pWDATA;  
  assign master_apb_clock = clock;
  assign master_apb_reset = reset;
  assign master_apb_io_i_cmd = {cmd_hi,io_io_address};  
  assign master_apb_io_i_valid = io_io_addr_strobe & bridgeEnable;  
  assign master_apb_io_pRDATA = io_pRDATA;  
  assign master_apb_io_pREADY = io_pREADY;  
  assign master_apb_io_pSLVERR = io_pSLVERR;  
  always @(posedge clock) begin
    if (reset) begin  
      delayWrite <= 1'h0;  
    end else if (valid) begin  
      delayWrite <= write;  
    end
  end
endmodule
</file>
==> impl_results.html <==
<!-- implementation run metrics -->
<table>
<tr><th>Metric</th><th>Value</th></tr>
<tr><th colspan="2">GRT</th></tr>
<tr><td>Met3 track utilization from global routing</td><td>4.87%</td></tr>
<tr><td>Vias in the first global route</td><td>826</td></tr>
<tr><td>Maximum number of pins on one net before global-route repair</td><td>19</td></tr>
<tr><td>Number of antenna violations at the first check in global routing</td><td>0</td></tr>
<tr><td>Total routing usage reported by global routing</td><td>6.39%</td></tr>
<tr><td>Global routing usage on met1</td><td>6.32%</td></tr>
<tr><td>Sum of overflow across all layers after global routing</td><td>0</td></tr>
<tr><td>Top Usage Layer GRT</td><td>met2</td></tr>
<tr><td>Wire length of the first global-routing pass</td><td>5000 um</td></tr>
<tr><td>Met2 track demand over resource in global routing</td><td>10.1%</td></tr>
<tr><th colspan="2">STA</th></tr>
<tr><td>Slew at the pin with the worst max-slew slack</td><td>259 ps</td></tr>
<tr><td>Clk_skew</td><td>1.56 ps</td></tr>
<tr><td>Smallest hold slack</td><td>457 ps</td></tr>
<tr><td>Hold Violations, Final</td><td>0</td></tr>
<tr><td>Number of pins with negative max-slew slack in the final report</td><td>0</td></tr>
<tr><td>Fin worst setup slack</td><td>65.9 ps</td></tr>
<tr><td>Endpoints failing setup</td><td>0</td></tr>
<tr><td>Normalized max-slew margin</td><td>82.6%</td></tr>
<tr><td>RSZ-0062 raised after global routing</td><td>false</td></tr>
<tr><td>Sum of negative setup slack</td><td>0 ps</td></tr>
<tr><td>Fmax</td><td>0.395 GHz</td></tr>
<tr><td>Final worst-path cycle share</td><td>97.5%</td></tr>
<tr><td>Min Clock Period, post-route</td><td>2530 ps</td></tr>
<tr><th colspan="2">Synth</th></tr>
<tr><td>Cell total in the yosys stat output</td><td>119</td></tr>
<tr><td>Share of the yosys chip area belonging to registers</td><td>8.76%</td></tr>
<tr><td>Netlist area before placement</td><td>915 um2</td></tr>
<tr><td>Cells after synthesis</td><td>119</td></tr>
<tr><td>Cell variety after synth</td><td>19</td></tr>
<tr><td>Count of yosys warnings during synthesis</td><td>2</td></tr>
<tr><td>Summed standard-cell area reported by yosys</td><td>915 um2</td></tr>
<tr><td>Flops out of synthesis</td><td>4</td></tr>
<tr><td>Syn_area_per_cell</td><td>7.69 um2</td></tr>
<tr><th colspan="2">Placement</th></tr>
<tr><td>Placed Area</td><td>1440 um2</td></tr>
<tr><td>HPWL after detailed placement</td><td>2960 um</td></tr>
<tr><td>IO buf count</td><td>90</td></tr>
<tr><td>Worst setup slack after placement</td><td>-131 ps</td></tr>
<tr><td>Cell total after placement</td><td>218</td></tr>
<tr><td>Final weighted congestion in routability-driven placement</td><td>0.738</td></tr>
<tr><th colspan="2">Critical path</th></tr>
<tr><td>Data arrival, critical path</td><td>2640 ps</td></tr>
<tr><td>Sort of element at the end of the critical path</td><td>flip-flop</td></tr>
<tr><td>Flop-to-flop setup slack</td><td>1780 ps</td></tr>
<tr><td>Worst flop-to-flop path startpoint</td><td>master_apb.stateReg[1]</td></tr>
<tr><td>Crit-path max FO</td><td>3</td></tr>
<tr><td>Worst reg2reg endpoint</td><td>master_apb.stateReg[0]</td></tr>
<tr><td>Crit. Startpoint</td><td>io_io_address[31]</td></tr>
<tr><td>Worst Path Required</td><td>2710 ps</td></tr>
<tr><td>Cells on worst reg2reg path</td><td>2</td></tr>
<tr><td>Worst setup path class</td><td>in2reg</td></tr>
<tr><td>End of the critical path</td><td>master_apb.stateReg[0]</td></tr>
<tr><td>Type of element launching the critical path</td><td>primary input</td></tr>
<tr><th colspan="2">Drt</th></tr>
<tr><td>DRC errors left</td><td>0</td></tr>
<tr><td>Vias post-DR</td><td>820</td></tr>
<tr><td>First DRT Iteration DRCs</td><td>7</td></tr>
<tr><td>Iteration tally of the first detailed-router pass</td><td>2</td></tr>
<tr><td>Number of diodes added for antenna fixing</td><td>0</td></tr>
<tr><td>Antenna Nets Post-Route</td><td>0</td></tr>
<tr><td>Detailed-route wire length per cell</td><td>14.8 um</td></tr>
<tr><td>Via density</td><td>3.58</td></tr>
<tr><td>WL final</td><td>3380 um</td></tr>
<tr><th colspan="2">Clocking</th></tr>
<tr><td>Number of buffers added to fix hold violations after cts</td><td>0</td></tr>
<tr><td>Num CTS Buffers</td><td>3</td></tr>
<tr><td>H-Tree Level Count</td><td>1</td></tr>
<tr><td>Clock slew at reported path FFs</td><td>30 ps</td></tr>
<tr><td>Maximum buffer depth of the clock tree</td><td>2</td></tr>
<tr><td>Later-pin clock latency in the skew report</td><td>210 ps</td></tr>
<tr><td>Clock tree from TritonCTS</td><td>yes</td></tr>
<tr><td>Clock sink total</td><td>4</td></tr>
<tr><td>Root buf cell</td><td>clkbuf_8</td></tr>
<tr><th colspan="2">Flow run</th></tr>
<tr><td>Count of max-cap constraint violations</td><td>0</td></tr>
<tr><td>Number of warnings the tools reported</td><td>25</td></tr>
<tr><th colspan="2">Power and ir drop</th></tr>
<tr><td>Switch Pwr</td><td>63.1 uW</td></tr>
<tr><td>Internal Pwr Total</td><td>289 uW</td></tr>
<tr><td>Power Total</td><td>352 uW</td></tr>
<tr><td>Switching share of power</td><td>17.9%</td></tr>
<tr><td>Sequential share of power</td><td>17.6%</td></tr>
<tr><td>Part of the power in the clock network</td><td>36.9%</td></tr>
<tr><td>Worst supply voltage drop on vdd</td><td>0.277 mV</td></tr>
<tr><td>Logic gate share of total power</td><td>45.6%</td></tr>
<tr><td>Leakage power</td><td>0.611 nW</td></tr>
<tr><td>Areal power density over the cells</td><td>228 nW/um2</td></tr>
<tr><th colspan="2">Die</th></tr>
<tr><td>Starting density of the core</td><td>16.2%</td></tr>
<tr><td>Row count</td><td>27</td></tr>
<tr><td>Placeable core area</td><td>5640 um2</td></tr>
<tr><td>Width of the die</td><td>97 um</td></tr>
<tr><td>Total I/O pin count</td><td>203</td></tr>
<tr><td>Die Size</td><td>9410 um2</td></tr>
<tr><td>Die y size</td><td>97 um</td></tr>
<tr><th colspan="2">Cells and area</th></tr>
<tr><td>Filler instances</td><td>600</td></tr>
<tr><td>Commonest cells after routing, fill and taps aside</td><td>clkdlybuf4s50_1 (84), or2_2 (22), nor2b_1 (12), buf_4 (12), dlygate4sd2_1 (5)</td></tr>
<tr><td>Share of final-layout standard cells stronger than drive strength 1</td><td>28.7%</td></tr>
<tr><td>Post-route insts no fill</td><td>229</td></tr>
<tr><td>Area growth from synthesis to layout</td><td>69.1%</td></tr>
<tr><td>Finished layout cell area</td><td>1550 um2</td></tr>
<tr><td>Leading cell type in the layout, fill and taps excluded</td><td>clkdlybuf4s50_1</td></tr>
<tr><td>Final core occ</td><td>27.4%</td></tr>
<tr><th colspan="2">Outcome</th></tr>
<tr><td>Run status</td><td>finished clean</td></tr>
<tr><th colspan="2">Min path</th></tr>
<tr><td>Type of the most critical hold path</td><td>reg2reg</td></tr>
<tr><td>Instance count along the most critical hold path</td><td>2</td></tr>
</table>
==> power groups by stage <==
| stage | sequential (mW) | combinational, mW | clock (mW) |
|---|---|---|---|
| after global routing | 0.0619 | 0.174 | 0.138 |
| final | 0.0619 | 0.161 | 0.130 |
| after CTS | 0.0619 | 0.165 | 0.133 |
==> final cells by class <==
type	count	area (um2)	share of cell area [%]
clock buffer	3	41.3	2.67
inverter	1	3.75	0.243
multi-input combinational	47	344	22.2
sequential	4	80.1	5.18
tap	72	90.1	5.83
timing repair buffer	102	987	63.8
==> flip-flops by register name (all words and copies together) (netlist names) <==
| name | count |
|---|---|
| master_apb.stateReg | 3 |
| delayWrite | 1 |
==> worst max-delay path: stages <==
cell and delay [ps]:
clkdlybuf4s50_1 470, and4bb_2 250, nand3_2 90, buf_4 140, buf_4 120, buf_4 120, buf_4 120, buf_4 120
buf_4 120, buf_4 120, buf_4 120, buf_4 140, a21o_2 200
==> worst min path at each step <==
| stage | end | slack [ps] | start |
|---|---|---|---|
| final | master_apb.stateReg[1] | 460 | master_apb.stateReg[2] |
| after global routing | master_apb.stateReg[1] | 470 | master_apb.stateReg[2] |
| after CTS | master_apb.stateReg[1] | 460 | master_apb.stateReg[2] |
==> cell usage after synthesis <==
library cell / number / share of area, %
clkbuf_1: 3 / 1.2
mux2i_1: 1 / 1.1
a21o_1: 1 / 0.82
or3b_2: 1 / 0.96
nor4_4: 1 / 2.3
nor2b_1: 12 / 8.2
a21o_2: 1 / 0.96
dfxtp_1: 4 / 8.8
mux2_4: 1 / 1.6
nor2_1: 1 / 0.41
nor3b_1: 1 / 0.82
and4_2: 1 / 1.1
inv_1: 1 / 0.41
nand3_2: 1 / 1.1
buf_4: 64 / 53
and4bb_2: 1 / 1.4
a21oi_1: 1 / 0.55
nand2b_1: 1 / 0.68
or2_2: 22 / 15
==> layer usage <==
metal,up-vias,routed length (um)
li1,383,-
met1,338,1160
met2,79,1540
met3,20,571
met4,0,112
met5,-,0
==> cell families after synthesis <==
logic type / Yosys count / synth area share, %
flops: 4 / 8.76
compound gates: 3 / 2.33
mux: 2 / 2.74
buf+inv: 68 / 54.2
simple gates: 42 / 32.0
==> what timing repair did <==
| action | 4_1_cts | 5_1_grt |
|---|---|---|
| setup buffers | 8 | 0 |
| cloned | 0 | 0 |
| endpoints found under the setup margin | 2 | 2 |
| pin swaps | 3 | 3 |
| resized | 5 | 2 |
Power figures rest on the tool's default switching activity, not on a simulated workload.
