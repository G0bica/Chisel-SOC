==> flow/design.v <==
module APBBridge(
  input         clock,
  input         reset,
  input         io_addrStrobe,  
  input  [31:0] io_addr,  
  input         io_writeStrobe,  
  input  [31:0] io_wdata,  
  output [31:0] io_rdata,  
  output        io_ready,  
  output [31:0] io_paddr,  
  output        io_psel,  
  output        io_penable,  
  output        io_pwrite,  
  output [31:0] io_pwdata,  
  input  [31:0] io_prdata,  
  input         io_pready,  
  input         io_pslverr  
);
  wire  bridgeEnable = io_addr[31:24] == 8'h30;  
  wire  validRequest = io_addrStrobe & bridgeEnable;  
  reg [1:0] state;  
  wire [1:0] _GEN_1 = io_pready ? 2'h0 : state;  
  wire  _io_psel_T_1 = state == 2'h2;  
  assign io_rdata = io_pslverr ? 32'hdeadfa17 : io_prdata;  
  assign io_ready = _io_psel_T_1 & io_pready & bridgeEnable;  
  assign io_paddr = io_addr;  
  assign io_psel = state == 2'h1 | state == 2'h2;  
  assign io_penable = state == 2'h2;  
  assign io_pwrite = io_writeStrobe;  
  assign io_pwdata = io_wdata;  
  always @(posedge clock) begin
    if (reset) begin  
      state <= 2'h0;  
    end else if (2'h0 == state) begin  
      if (validRequest) begin  
        state <= 2'h1;  
      end
    end else if (2'h1 == state) begin  
      state <= 2'h2;  
    end else if (2'h2 == state) begin  
      state <= _GEN_1;
    end
  end
endmodule
==> flow/run.sh <==
#!/bin/bash
# OpenROAD 26Q1-2900-gdf79404cd8, Yosys 0.63+post, stock flow scripts
make -C /OpenROAD-flow-scripts/flow DESIGN_CONFIG=/design/flow/config.mk WORK_HOME=/design/flow/orfs finish
==> flow/config.mk <==
export PLATFORM = sky130hd
export DESIGN_NAME = APBBridge
export DESIGN_NICKNAME = APBBridge
export VERILOG_FILES = /design/flow/design.v
export SDC_FILE = /design/flow/constraint.sdc
export NUM_CORES = 4
export LEC_CHECK = 1
export CORE_AREA = 10 10 86 86
export DIE_AREA = 0 0 96 96
==> flow/constraint.sdc <==
current_design APBBridge

set clk_period 1.6
set clk_io_pct 0.2

create_clock -name clk0 -period $clk_period [get_ports {clock}]

set non_clock_inputs [all_inputs -no_clocks]
set_input_delay [expr $clk_period * $clk_io_pct] -clock clk0 $non_clock_inputs
set_output_delay [expr $clk_period * $clk_io_pct] -clock clk0 [all_outputs]
==> results.txt <==
Physical implementation status

The required time reported for the critical path endpoint stands at 1.28 ns. In this run the register-to-register setup slack is 0.79 ns. The die is 96 um tall. Listed in order, past its start point the critical path passes buf_6 -> or4_4 -> nor4_4 -> and3_1 -> buf_2. By area the synthesized netlist is led by sky130_fd_sc_hd__buf_4 (58%), sky130_fd_sc_hd__or2_2 (16%), sky130_fd_sc_hd__nor2b_1 (8.8%). TritonCTS built the clock tree. For this design, the slowest cell found on the critical path is sky130_fd_sc_hd__or4_4. For this block, the routed nets add up to 3316 um of wire.

The number of standard cells after synthesis stands at 115. OpenROAD reports that the post-layout worst path occupies 105.9% of the period. The worst setup path is launched from an input port. Per STA, the startpoint of the critical path is io_addr[27]. The total tool warning count stands at 27. Note that the worst hold path type here is reg -> reg. The leftover overflow at the end of global routing stands at 0. Of the cells placed in the final design, the portion with a size suffix greater than 1 is 29.93%. Yosys reports a chip area of 848.3 sq um. The startpoint identified for the worst register-to-register timing path is state[1]. Relative to the synthesized area, the layout overhead comes to 66.81%. Note, the detailed placer reported a final HPWL of 2801 um. The longest clock path from root to sink contains 2 buffers. Warnings reported by Yosys during synthesis add up to 1. The final timing report lists clock skew as 0.001865 ns. Per the CTS log, the root buffer master is sky130_fd_sc_hd__clkbuf_8. Per the OpenROAD floorplan log, the width of the die is 96 um.

Of the post-synthesis cell area, the dominant cell type holds 57.52%. The commonest register cell is sky130_fd_sc_hd__dfxtp_1. The final count of hold timing violations stands at 0.

The number of port buffers stands at 87. The number of storage elements in the synthesis netlist stands at 3. The aggregate global-route resource usage stands at 5.817%. The first-pass GRT wire length stands at 4222 um. The routed design shows a via density per instance of 3.256. The maximum number of pins on one net before global-route repair stands at 14. The worst setup path is captured at a primary output. The worst-case IR drop observed on VDD is 146.5 uV. Per the TritonCTS log, the buffer count is 3. The final worst setup slack stands at -0.09486 ns.

The register with the most flip-flops in the layout has 3 of them. The synthesized area per cell stands at 7.377 sq um. The number of antenna violations at the first check in global routing came to 0.

The number of max-cap violations stands at 0. The critical path data arrival time stands at 1.37 ns. For this design the static power due to leakage is 0.6347 nW. Ranked by flip-flop count, first place goes to state. The sequential power share stands at 14.1%. The total core area stands at 5540 sq um. Looking at area per cell type in the netlist, the leader is sky130_fd_sc_hd__buf_4. The count of library flops with an enable pin stands at 0. Setup repair after global routing could not meet its margin everywhere.

For this run, the script counts the antenna cells in the layout as 0. The final critical path time including I/O delays and setup stands at 1.695 ns. The largest registers in the layout are state (3). The final-layout worst hold slack stands at 0.4787 ns.

The share of total power consumed by net switching stands at 19.28%. The post-place instance area stands at 1353 sq um. Per the timing report, the achievable frequency comes out to 590.0 MHz. Total power normalized to cell area comes to 377.4 nW/um^2. The report gives the cell count of the worst hold path as 2.

The cell area that synthesis handed to floorplanning was 848.3 sq um. The synthesized netlist contains 14 unique library cells. The checks that failed: negative setup slack. sky130_fd_sc_hd__buf_4 is the most common cell in the netlist. In this run the remaining antenna-violating nets after routing total 0.

On the reported timing paths, the clock transition at the registers reads 0.03 ns. Per the detail_route report, routed wire per instance is 15.14 um. In this run, the clock network consumes 41.2% of the power. The synth_stat.txt file lists the number of cells as 115. Timing analysis after detailed placement gives a worst setup slack of -0.8237 ns.

The proportion of power drawn by combinational gates stands at 44.6%. The worst slew slack as a fraction of its limit stands at 86.10%. In the final report, the number of pins over their slew limit comes to 0. The commonest cells after synthesis are sky130_fd_sc_hd__buf_4 (65), sky130_fd_sc_hd__or2_2 (22), sky130_fd_sc_hd__nor2b_1 (12). The internal power stands at 431.1 uW. The violation tally recorded at the end of detailed-routing iteration 0 is 8.

According to the report, the first pass of detailed routing completed in 4 iterations. The number of I/O pins stands at 202. At the end of routability-driven placement, the weighted congestion stood at 0.7324.

The total clock sinks stands at 3. Summing all non-filler instances in the final layout gives an area of 1415 sq um. The total net switching power stands at 103.0 uW. The flow ran to the end, but the final reports show violations. The overall die area stands at 9216 sq um. The async set-reset flop share out of synthesis stands at 0%. The floorplan utilization stands at 15.31%. Hold analysis lists the worst path endpoint as state[1]. Looking at the critical path, the highest net fanout was 2.

The share of the yosys chip area belonging to registers stands at 7.080%. In this run the most critical hold path is launched from state[2]. The number of global-route vias before repair was 735. The endpoint identified for the worst register-to-register timing path is state[0]. The cell count of the worst reg-to-reg path stands at 3.

Looking at the clock tree report, the H-tree level count equals 1. Per the detail_route report, DRC violations left total 0. The number of setup violations in the final report stands at 1. The worst setup path is of the in -> out kind. Per STA, the highest per-stage delay on the worst path measures 0.54 ns. Cells fill 25.54% of the core in the end. Summing over every cut layer, the via total after detailed routing is 713.

For the pin with the worst max-slew slack, the measured transition is 0.2070 ns. The number of placement rows stands at 27. The insertion delay to the later sink of the worst-skew pair stands at 0.22 ns.
worst max-delay path by stage:
stage                      end  slack (ns)  cells after the start
after global routing  io_ready       -0.13                      5
final                 io_ready       -0.09                      5
after CTS             io_ready       -0.17                      5
final cells by class:
cell class,instances,area (sq um)
Multi-Input combinational cell,43,290.3
Fill cell,598,4125
Tap cell,72,90.09
Clock buffer,4,45.04
Sequential cell,3,61.31
Inverter,1,3.754
Timing Repair Buffer,96,924.6
what timing repair did:
item                       in CTS  in global routing
hold buffers                    0                  0
pin swaps                       3                  3
setup endpoints to repair      37                  4
buffers inserted                2                  2
cloned                          1                  0
gates resized                  59                  6
routing by layer:
layer	wire (um)	part of all wire [%]	track usage [%]	vias to the layer above
met5	0	0	0	-
met4	150	4.5	3.808	0
met3	340	10	2.044	26
met2	1868	56	10.31	39
met1	956	29	5.563	295
li1	-	-	-	353
stage by stage:
step	power (mW)	instances	setup TNS [ns]
finish	0.5340	219	-0.09486
global route	0.5738	219	-0.1301
CTS	0.5431	217	-0.1686
detailed placement	0.3398	210	-12.71
global placement	0.3408	210	-12.99
floorplan	0.2087	115	0
kinds of logic (layout without fill, tap and decap cells):
family          count (synthesis)  after routing  synth area share, %
flops                           3              3                7.080
simple gates                   40             40                31.71
compound gates                  3              3                1.918
buf+inv                        69            101                59.29
power groups by stage:
| stage | logic (mW) | clock network, mW | registers [mW] |
|---|---|---|---|
| 4_1_cts | 0.240 | 0.228 | 0.0755 |
| 5_1_grt | 0.259 | 0.240 | 0.0754 |
| 6_report | 0.238 | 0.220 | 0.0755 |
cells in the final DEF (no fill, tap or decap):
| cell | instances |
|---|---|
| sky130_fd_sc_hd__inv_1 | 1 |
| sky130_fd_sc_hd__or2_2 | 22 |
| sky130_fd_sc_hd__nor4_4 | 1 |
| sky130_fd_sc_hd__nor2b_1 | 11 |
| sky130_fd_sc_hd__dlymetal6s2s_1 | 3 |
| sky130_fd_sc_hd__and3_1 | 1 |
| sky130_fd_sc_hd__nor2b_2 | 1 |
| sky130_fd_sc_hd__buf_4 | 7 |
| sky130_fd_sc_hd__dlygate4sd2_1 | 33 |
| sky130_fd_sc_hd__and4b_1 | 1 |
| sky130_fd_sc_hd__nor2_1 | 1 |
| sky130_fd_sc_hd__buf_12 | 1 |
| sky130_fd_sc_hd__nand2_2 | 1 |
| sky130_fd_sc_hd__a21oi_1 | 2 |
| sky130_fd_sc_hd__dfxtp_2 | 1 |
| sky130_fd_sc_hd__buf_16 | 1 |
| sky130_fd_sc_hd__buf_6 | 2 |
| sky130_fd_sc_hd__clkbuf_8 | 3 |
| sky130_fd_sc_hd__clkdlybuf4s15_1 | 2 |
| sky130_fd_sc_hd__a31oi_1 | 1 |
| sky130_fd_sc_hd__clkbuf_1 | 1 |
| sky130_fd_sc_hd__clkdlybuf4s50_1 | 44 |
| sky130_fd_sc_hd__or4_4 | 1 |
| sky130_fd_sc_hd__buf_2 | 3 |
| sky130_fd_sc_hd__dfxtp_1 | 2 |
worst max-delay path, delay by kind of cell:
| family | cells | cell delay, ns |
|---|---|---|
| simple gates | 3 | 0.88 |
| buf+inv | 2 | 0.19 |
Power is estimated from default activity; no workload was simulated.
